**/design/flow/design.v**
```verilog
module fsm_moore(clk, rst, X, Z);
  input clk, X, rst;
  output Z;
  reg Z;
  parameter zero = 2'b00,
  one = 2'b01,
  two = 2'b10,
  reset = 2'b11;
  reg [1:0] current_state, next_state;
  always @(posedge clk) begin
    if (rst)
      current_state <= reset;
    else
      current_state <= next_state;
  end
  always @(X, current_state) begin
    case (current_state)
      reset: if (X == 0)
          next_state = zero;
        else 
          next_state = reset;
      zero: if (X == 1) 
          next_state = one;
          else
            next_state = zero;
      one: if (X == 0)
          next_state = two;
          else
            next_state = reset;
      two: if (X == 1)
            next_state = one;
          else
            next_state = zero;
      default: next_state = reset;
      endcase
  end
  always @(current_state) begin
      case (current_state)
        reset: Z = 0;
        zero: Z = 0;
        one: Z = 0;
        two: Z = 1;
        endcase
    end
endmodule
```
**/design/flow/run.sh**
```bash
#!/bin/bash
# OpenROAD 26Q1-2900-gdf79404cd8, Yosys 0.63+post, stock flow scripts
make -C /OpenROAD-flow-scripts/flow DESIGN_CONFIG=/design/flow/config.mk WORK_HOME=/design/flow/orfs finish
```
**/design/flow/config.mk**
```make
export PLATFORM = sky130hd
export DESIGN_NAME = fsm_moore
export DESIGN_NICKNAME = fsm_moore
export VERILOG_FILES = /design/flow/design.v
export SDC_FILE = /design/flow/constraint.sdc
export NUM_CORES = 4
export LEC_CHECK = 1
export CORE_AREA = 10 10 70 70
export DIE_AREA = 0 0 80 80
```
**/design/flow/constraint.sdc**
```tcl
current_design fsm_moore

set clk_period 1.4
set clk_io_pct 0.2

create_clock -name clk0 -period $clk_period [get_ports {clk}]

set non_clock_inputs [all_inputs -no_clocks]
set_input_delay [expr $clk_period * $clk_io_pct] -clock clk0 $non_clock_inputs
set_output_delay [expr $clk_period * $clk_io_pct] -clock clk0 [all_outputs]
```
==> results.ini <==
[yosys]
ys_seq_share_pct=64.00
synth.distinct_cells=7
ys.flops=4
yosysCellCount=11
synthCells=11
yosys_area_um2=125.1
synth_warnings=1
syn_area_um2=125.1
avgSynthCellArea_um2=11.37

[final_layout]
fin_area_um2=235.2
final_common_cell=dfxtp_1
largest_reg_flops=4
top_regs=current_state (4)
drive_gt1_share_pct=23.53
regMostFlops=current_state
syn_to_final_growth_pct=88.00
utilization_pct=6.886
layout_top_cells=4 x dfxtp_1, 3 x clkbuf_4, 3 x clkdlybuf4s50_1, 2 x nor3_1
fillers=409

[job]
warnings=25
cap_violations=0

[floorplan]
core.rowCount=21
die_h_um=80
dieArea_um2=6400
fp_util_pct=3.663
boundaryPins=4
core_region_area_um2=3416
die_w_um=80

[worst_setup_path]
critPathMaxFanout=3
worstSetupPathType=reg -> out
cpPeakStageDelay_ps=480
start_kind=flip-flop
endpoint_kind=output pin
path_cells=clkdlybuf4s50_1
crit_required_ps=1120
critPathArrivalTime_ps=1040
cp_num_buf_inv=1
cp_top_family=buffers and inverters
slowest_stage=clkdlybuf4s50_1

[drt]
drc=0
vias_per_cell=1.444
first_iter_violations=4
wl_per_cell_um=4.889
diodes=0
num_vias=91
drt-pass1-iter-count=2
ant_nets=0
routed_wl_um=308

[final_timing]
tns_ps=0
slew_headroom_pct=86.23
worst_pin_slew_ps=204.4
hold_ws_ps=472.9
setup_slack_ps=76.15
setup_viol=0
finClkSkew_ps=0.1269
rsz0062_at_grt=false
drv_slew=0
clock.fmax_mhz=755.4
post-route-min-period_ps=1324
fin_crit_sh_pct=94.56
hold_viol=0

[grt]
grt_pass1_wl_um=483
track_usage_pct=1.159
grt_pass1_vias=111
grt_antenna_before_repair=0
overflow=0
grt_max_degree=5

[clock_network]
cts_repair_resize_count=0
clockRootBuffer=clkbuf_4
htreeDepth=1
cts_tree=done
cts_setup_buffers=0
clk_latency_ps=230
ctsHoldBuffers=0
cts_max_path_buffers=2
cts.sinks=4
clk_pin_slew_ps=40
numCtsBuffers=3

[worst_hold_path]
min_path_type=reg -> reg

[placed_design]
place_area_um2=212.7
placement.io_buffers=3
place_congestion=0.5908
place_worst_setup_slack_ps=307.2

[pwr]
leakagePower_nw=0.06927
peakVddDrop_mv=0.1444
powerDensity_nw_per_um2=1172

[outcome]
status=complete, no violations

[cell usage after synthesis]
cell	instances	area [um^2]
nor3b_1	1	7.510
o21ai_0	1	5.000
nor2_1	1	3.750
nor3_1	2	10.01
nand2b_1	1	6.260
dfxtp_1	4	80.08
nor3b_2	1	12.51
[per-layer routing]
metal	routed length (um)	share of wire (%)	vias up	track usage (%)
li1	-	-	50	-
met4	0	0	0	0.5282
met3	109	35	0	2.727
met2	81	26	6	0.8828
met1	117	38	35	0.8000
met5	0	0	-	0
[kinds of logic after synthesis]
group | share of synthesized area [%]
flops | 64.00
simple gates | 32.00
compound gates | 3.996
[cell type report]
type	count	area (um^2)	share of cell area, %
sequential	4	80.08	34.04
tap	46	57.56	24.47
multi-input combinational	7	45.04	19.15
timing repair buffer	3	30.03	12.77
clock buffer	3	22.52	9.574
[stage by stage]
stage               total power (W)  cells
finish                    0.0002757     63
global route              0.0003038     63
CTS                       0.0002853     63
detailed placement        0.0001392     60
global placement          0.0001377     60
floorplan                 0.0001291     11
[power by group]
part	switching (W)	internal (W)	total, W
logic	0.00000653	0.00000930	0.0000158
registers	0.00000220	0.000120	0.000122
clock network	0.0000425	0.0000956	0.000138
[worst paths after layout]
kind	cells after the start	slack, ps	end	startpoint
min	1	470	current_state[2]	current_state[3]
min reg2reg	1	470	current_state[2]	current_state[3]
max	1	80	Z	current_state[2]
max reg2reg	2	710	current_state[0]	current_state[3]
Power figures rest on the tool's default switching activity, not on a simulated workload.
