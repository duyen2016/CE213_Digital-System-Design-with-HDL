==> flow/design.v <==
module counter(Clk, Prs, Clr, Q);
  input Clk;
  input [2:0] Prs, Clr;
  output [2:0] Q;
  reg [2:0] next_state;
  reg [2:0] Q;
  always @(Q) begin
  case(Q)
    3'b000: next_state = 3'b110;
    3'b001: next_state = 3'b110;
    3'b010: next_state = 3'b111;
    3'b011: next_state = 3'b000;
    3'b100: next_state = 3'b111;
    3'b101: next_state = 3'b010;
    3'b110: next_state = 3'b100;
    3'b111: next_state = 3'b011;
  endcase 
  end
  always @(Prs || Clr) begin
      if (Prs[2]) begin 
        Q[2] = 1;
  	   end
      if (Prs[1]) begin 
        Q[1] = 1;
      end
      if (Prs[0]) begin 
        Q[0] = 1;
      end
      if (Clr[2]) begin 
        Q[2] = 0;
      end
      if (Clr[1]) begin 
        Q[1] = 0;
      end
      if (Clr[0]) begin 
        Q[0] = 0;
      end
  end
  always @ (posedge Clk)
    if (Prs == 3'b000 & Clr == 3'b000) 
    begin
      Q <= next_state;
    end
endmodule
==> flow/run.sh <==
#!/bin/bash
# OpenROAD 26Q1-2900-gdf79404cd8, Yosys 0.63+post, stock flow scripts
make -C /OpenROAD-flow-scripts/flow DESIGN_CONFIG=/design/flow/config.mk WORK_HOME=/design/flow/orfs finish
==> flow/config.mk <==
export PLATFORM = sky130hd
export DESIGN_NAME = counter
export DESIGN_NICKNAME = counter
export VERILOG_FILES = /design/flow/design.v
export SDC_FILE = /design/flow/constraint.sdc
export NUM_CORES = 4
export LEC_CHECK = 1
export CORE_AREA = 10 10 70 70
export DIE_AREA = 0 0 80 80
==> flow/constraint.sdc <==
current_design counter

set clk_period 1.5
set clk_io_pct 0.2

create_clock -name clk0 -period $clk_period [get_ports {Clk}]

set non_clock_inputs [all_inputs -no_clocks]
set_input_delay [expr $clk_period * $clk_io_pct] -clock clk0 $non_clock_inputs
set_output_delay [expr $clk_period * $clk_io_pct] -clock clk0 [all_outputs]
==> results.py <==
# Auto-generated metrics
metrics = {
    "logic_synthesis": {
        "ys.flops": 6,
        "top_area_share_pct": 41.1,
        "ys.flop_type": "edfxtp_1",
        "most_common_cell": "nor2_1",
        "yosysWarnings": 1,
        "yosys_cells": 20,
        "yosysTopAreaCell": "edfxtp_1",
        "ys_types": 11,
        "netlist_top_cells_count": "nor2_1, dlxtn_1, edfxtp_1, inv_1",
        "synthArstFlopShare_pct": 0,
        "edf_count": 3,
        "topCellsByArea": "edfxtp_1, dlxtn_1, a2111oi_2",
        "ys_chip_area_um2": 219,
    },
    "run_status": {
        "stop_stage": "1_2_yosys",
        "outcome": "aborted with a tool error",
        "stop_error": "ERROR: Found 3 problems in 'check -assert'.",
    },
}
-- kinds of logic after synthesis --
| group | synth area share, % |
|---|---|
| buf+inv | 5.14 |
| flops | 41.1 |
| simple gates | 16.0 |
| latches | 20.6 |
| compound gates | 9.14 |
| xor+xnor | 8.00 |
