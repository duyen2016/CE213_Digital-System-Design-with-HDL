$ cat /design/flow/design.v
module immgen(in, immsel, out);
  input [24:0] in;
  input [1:0] immsel;
  output reg [31:0] out;
  wire [31:0] s, i, u;
  assign s = {{20{in[24]}}, {in[24:18], in[4:0]}};
  assign i = {{20{in[24]}}, {in[24:13]}};
  assign u = {{12{in[24]}}, in[24:5]};
  always @(*) begin
      case (immsel)
        2'b00: out = i;
        2'b01: out = s;
        2'b10: out = u;
        default: out = 32'hz;
        endcase
    end
endmodule
$ cat /design/flow/run.sh
#!/bin/bash
# OpenROAD 26Q1-2900-gdf79404cd8, Yosys 0.63+post, stock flow scripts
make -C /OpenROAD-flow-scripts/flow DESIGN_CONFIG=/design/flow/config.mk WORK_HOME=/design/flow/orfs finish
$ cat /design/flow/config.mk
export PLATFORM = sky130hd
export DESIGN_NAME = immgen
export DESIGN_NICKNAME = immgen
export VERILOG_FILES = /design/flow/design.v
export SDC_FILE = /design/flow/constraint.sdc
export NUM_CORES = 4
export LEC_CHECK = 1
export CORE_AREA = 10 10 70 70
export DIE_AREA = 0 0 80 80
$ cat /design/flow/constraint.sdc
current_design immgen

set clk_period 1.8
set clk_io_pct 0.2

create_clock -name clk0 -period $clk_period

set non_clock_inputs [all_inputs -no_clocks]
set_input_delay [expr $clk_period * $clk_io_pct] -clock clk0 $non_clock_inputs
set_output_delay [expr $clk_period * $clk_io_pct] -clock clk0 [all_outputs]
==> results.toml <==
# yosys + openroad results
[final_timing]
rsz0062_at_grt = "true"
tightest_slew_ps = 160
fin_crit_ps = 1810
worst_slack_ps = -9.51
holdWs_ps = 1330
hold_viol = 0
setup_violations = 6
slew_viol_final = 0
clock.fmax_ghz = 0.553
finalCritPeriodShare_pct = 101
relSlewSlack_pct = 89.3

[synth]
synthCells = 52
top_area_share_pct = 25.1
yosys_area_um2 = 389
yosysCellCount = 52
yosysTopAreaCell = "buf_4"
synth_warnings = 2
avgSynthCellArea_um2 = 7.48
ys_seq_share_pct = 0
synth_area_um2 = 389
yosys-top-cells-area = "buf_4, a21o_2, a22o_1, a22oi_1, ha_1"
ys_types = 13

[global_routing]
grt-ovfl-total = 0
track_usage_pct = 6.21
grt_pass1_wl_um = 3310
grt_pass1_vias = 668
grt_max_degree = 14
grt_antenna_before_repair = 0

[routing]
ant_nets = 0
drc = 0
num_vias = 577
drtIter0Drc = 11
drtPass1Iterations = 2
post_drt_wl_per_cell_um = 13.8
via_per_inst = 3.72
wirelength_um = 2140
diodes = 0

[status]
status = "finished with violations"
violations = "negative setup slack"

[final_layout]
area_growth_pct = 175
postLayoutCoreUtil_pct = 31.3
drive_above_1_share_pct = 45.0
register_area_um2 = 0
clkbuf_count = 0
n_fill_cell = 356
flops = 0

[setup_path]
critical-path-max-stage-delay_ps = 220
start_kind = "input pin"
critical_path_arrival_ps = 1450
path_cells = "buf_8 -> inv_4 -> ha_4 -> buf_6 -> o21a_4 -> buf_6 -> a21o_2 -> buf_2"
path_class = "input pin to output port"
crit_required_ps = 1440
crit_fanout = 5
end_kind = "output port"
cp_slowest_cell = "o21a_4"
cpMostUsedCell = "buf_6"

[floorplanning]
die_area_um2 = 6400
coreArea_um2 = 3420
boundaryPins = 59
fp.dieW_um = 80
die_h_um = 80
fp_util_pct = 11.4
fp-row-count = 21

[worst_hold_path]
hold_depth = 5
hold_start = "immsel[1]"
worstHoldEndpoint = "out[2]"
hold_class = "input pin to output port"

[power_and_ir_drop]
ir_drop_v = 0.0000575
p_leak_nw = 0.492
pwr_density_cell_nw_per_um2 = 270

[job]
warnings = 35
max_cap_violations = 0

[placed_design]
dpl.hpwl_um = 1820
gp_congestion = 0.772
portBuffers = 59
[stage by stage]
stage	instance area, µm²	std cells	power [mW]	worst slack, ps	setup TNS (ps)
global route	1070	155	0.318	-47.1	-247
global placement	970	147	0.268	-771	-14880
CTS	1070	157	0.294	-23.9	-123
detailed placement	970	147	0.270	-789	-15440
finish	1070	155	0.289	-9.51	-37.5
floorplan	389	52	0.0843	223	0
[cell usage after synthesis, drive strengths merged]
cell type and n:
ha 2, nor2b 1, o21a 1, buf 16
a22o 6, a22oi 5, inv 2, or2 1
nand2 5, o21ai 5, a21o 8
[power by group]
part           internal (mW)  switching [mW]  total [mW]
clock network              0               0           0
registers                  0               0           0
logic                  0.204          0.0853       0.289
[routing by layer]
metal	vias up	wire length, µm	track usage [%]
met5	-	0	0
met4	0	0	0
met3	0	335	3.41
met1	251	785	6.72
met2	33	1020	11.0
li1	293	-	-
[worst max path at each step]
stage / cells after the start / slack (ps) / end / start
4_1_cts: 7 / -20 / out[17] / immsel[1]
5_1_grt: 8 / -50 / out[17] / immsel[0]
6_report: 8 / -10 / out[15] / immsel[0]
[critical path: cells and delay by family]
kind | cells | cell delay, ps
AOI/OAI and AO/OA | 2 | 390
adders and majority gates | 1 | 210
buffers and inverters | 5 | 500
[logic make-up after synthesis]
| kind of cell | count (synthesis) | share of synthesized area [%] |
|---|---|---|
| AOI/OAI and AO/OA | 25 | 49.5 |
| adders and majority gates | 2 | 6.43 |
| buffers and inverters | 18 | 34.1 |
| and+or+nand+nor | 7 | 9.97 |
[final cells by class]
| cell class | instances | area, µm² | area share [%] |
|---|---|---|---|
| inverters | 2 | 10.0 | 0.937 |
| multi-input cells | 34 | 313 | 29.3 |
| well taps | 46 | 57.6 | 5.39 |
| repair buffers | 73 | 688 | 64.4 |
[layout by cell type (no fill, tap or decap), drive strengths merged]
cell type,n
or2,1
o21a,1
buf,30
a21o,8
a22oi,5
dlygate4sd2,6
a22o,6
inv,2
o21ai,5
ha,2
nand2,5
clkdlybuf4s50,37
nor2b,1
[timing repair]
action | 4_1_cts | 5_1_grt
hold buffers | 0 | 0
cloned | 1 | 0
setup buffers | 9 | 0
pin swaps | 6 | 4
endpoints found under the setup margin | 32 | 16
resized | 85 | 7
Power and IR drop assume default switching activity.
